--- run.sh ---
#!/bin/bash
# OpenROAD 26Q1-2900-gdf79404cd8, Yosys 0.63+post, stock flow scripts
make -C /OpenROAD-flow-scripts/flow DESIGN_CONFIG=/design/flow/config.mk WORK_HOME=/design/flow/orfs finish
--- config.mk ---
export PLATFORM = sky130hd
export DESIGN_NAME = clk_divider
export DESIGN_NICKNAME = clk_divider
export VERILOG_FILES = /design/flow/design.v
export SDC_FILE = /design/flow/constraint.sdc
export NUM_CORES = 4
export LEC_CHECK = 1
export CORE_AREA = 10 10 107 107
export DIE_AREA = 0 0 117 117
export SYNTH_HDL_FRONTEND = slang
--- constraint.sdc ---
current_design clk_divider

set clk_period 6.1
set clk_io_pct 0.2

create_clock -name clk0 -period $clk_period [get_ports {clk100Mhz}]

set non_clock_inputs [all_inputs -no_clocks]
set_input_delay [expr $clk_period * $clk_io_pct] -clock clk0 $non_clock_inputs
set_output_delay [expr $clk_period * $clk_io_pct] -clock clk0 [all_outputs]
--- design.v ---
`timescale 1ns / 1ps
module clk_divider #(parameter DIV_RATIO = 25000000)
                (input clk100Mhz, output reg slowClkEnable);
 reg[31:0] counter;
 initial
 begin
     counter = 0;
 end
 always @ (posedge clk100Mhz)
 begin
     if(counter == DIV_RATIO) begin
         counter <= 1;
         slowClkEnable <= 1'b1;
     end
     else begin
         counter <= counter + 1;
         slowClkEnable <= 1'b0; 
     end
 end
endmodule
==> results_slide.txt <==
Run Summary

Status
  • Status: completed

Drt
  • Final ANT Viol Nets: 0
  • Antenna cell count: 0
  • Drt drc: 0
  • Drt wl/cell: 11.0 um
  • Drt pass-1 iters: 4
  • Routed via count: 1222
  • Routed vias/inst: 4.27
  • Total wire length: 3.16 mm
  • Initial DRC count: 78

Clocking
  • # clock sinks: 33
  • Hold_buf cts: 0
  • Clk slew on worst S/H paths: 0.06 ns
  • Worst-Skew Late Latency: 0.28 ns
  • CTS root buffer: clkbuf_8
  • CTS resizes: 0
  • Max clock buf depth: 2
  • CTS Buf Count: 5
  • CTS tree: built
  • CTS H-tree lvls: 2
  • Setup bufs post-CTS: 0

Critical path
  • Startpoint types: flop
  • Worst Path Buf+Inv: 1
  • WP depth: 1
  • CP Capture Type: primary output
  • CP max FO: 1
  • CP delay by family, top: buffers and inverters
  • Reg2Reg Depth: 4
  • Slowest-stage cell, CP: clkdlybuf4s50_1
  • Worst Path Arrival: 1.04 ns
  • WS Path Type: flop to primary output
  • Worst EP required: 4.88 ns
  • Crit path cell chain: clkdlybuf4s50_1
  • Crit-path max cell delay: 0.46 ns

Final timing
  • Final setup viols: 0
  • Hold Vio Cnt, Final: 0
  • Slew Limit Headroom: 0.363
  • Worst clock skew: 0.00723 ns
  • RSZ-0062 raised after global routing: no
  • Max Slew Vio Count: 0
  • Worst hold margin: 0.464 ns
  • Period minus WS final: 2.26 ns
  • FMAX: 443 MHz
  • Post-route clock period utilization: 0.370
  • Tightest Pin Transition: 0.947 ns
  • Setup_tns: 0 ns

Power
  • Share of power burned in registers: 0.591
  • Int Pwr: 0.290 mW
  • PnR Total Power: 0.364 mW
  • P_leak: 0.600 nW
  • P_sw: 0.0741 mW
  • Comb power frac: 0
  • Power Dens Cells: 206 nW/um^2
  • Sw frac: 0.203
  • VDD IR max: 0.0662 mV
  • Clock power share: 0.409

Placed design
  • Placed standard-cell area: 1690 um^2
  • Post-DP HPWL: 2.32 mm
  • Port Buffers: 1
  • GP Congestion: 0.890

Yosys
  • Synth Instances: 173
  • Synthesized registers: 33
  • Post-Syn Area: 1590 um^2
  • Synthesized area per cell: 9.16 um^2
  • Netlist cell types: 38
  • Top cell area share: 0.417
  • Yosys top cell by area: dfxtp_1
  • Ys cells: 173
  • Chip Area, Yosys: 1590 um^2
  • Yosys warning count: 0
  • Register area share after synthesis: 0.417
  • Top cells, area: dfxtp_1, xnor2_1, nand3_1

Floorplanning
  • Die area: 13700 um^2
  • Fp util: 0.172
  • Die Ht: 117 um
  • Die width: 117 um
  • Core Area: 9200 um^2
  • Row count: 35
  • Number of I/O pins: 2

Global route
  • First-pass GRT wire length: 5.42 mm
  • Aggregate global-route resource usage: 0.0480
  • Initial antenna violation count: 0
  • Grt total ovfl: 0
  • Largest net degree at the start of global routing: 10
  • Number of global-route vias before repair: 1148

Hold path
  • HP Class: flop to flop
  • Hold depth: 1

Layout
  • Layout cells sized above 1: 0.0857
  • Final Cell Area: 1770 um^2
  • Fin util: 0.192
  • Layout area overhead: 11.4%

Job
  • Tool warnings: 26
  • Maxcap violations: 0
## registers in the layout, indices dropped and copies added, names as in the netlist
signal and count:
slowClkEnable 1, counter 32
## layer usage
| layer | routed length, um | up-vias | global-route usage |
|---|---|---|---|
| met5 | 0 | - | 0 |
| met4 | 29 | 0 | 0.00494 |
| met3 | 186 | 6 | 0.0181 |
| met2 | 1370 | 21 | 0.0731 |
| met1 | 1580 | 551 | 0.0659 |
| li1 | - | 644 | - |
## power groups by stage
stage / logic, mW / registers (mW) / clock network, mW
4_1_cts: 0.000000295 / 0.215 / 0.153
5_1_grt: 0.000000295 / 0.215 / 0.163
6_report: 0.000000295 / 0.215 / 0.149
## Yosys cell counts (all sizes together)
master	instances
and3	6
nor2b	1
xor2	7
a41oi	1
nor2	11
clkbuf	1
and2	2
clkdlybuf4s15	1
o221a	1
nand3	17
o221ai	1
dfxtp	33
nand4	14
o31ai	1
nor3b	1
nand2b	1
nor4	6
and4bb	1
ha	2
and4	7
buf	3
nand2	10
o22ai	1
xnor2	15
nor4b	2
a211o	1
or4	1
nor3	6
a21oi	6
inv	4
or3	3
o21ai	5
mux2i	1
## worst paths after layout
kind                       from            end  slack (ns)
hold reg to reg     counter[31]    counter[31]        0.46
setup / recovery  slowClkEnable  slowClkEnable        3.84
setup reg to reg    counter[17]    counter[16]        4.06
hold / removal      counter[31]    counter[31]        0.46
## cells by family after synthesis
group                    share of synthesized area
multiplexers                               0.00631
flip-flops                                   0.417
buffers and inverters                       0.0355
XOR/XNOR                                     0.122
AND/OR/NAND/NOR                              0.336
adder cells (fa/ha/maj)                     0.0158
AND-OR/OR-AND                               0.0679
## layout by cell type, fill, tap and decap left out, types with 4 or more instances in the layout
cell type	Yosys	layout
o21ai_0	5	5
nand4_1	11	11
xnor2_1	15	15
nor4_1	6	6
inv_1	4	4
nor3_1	5	5
xor2_1	7	7
nand2_1	10	10
clkbuf_8	0	5
a21oi_1	6	6
and4_1	6	6
and3_1	5	5
nand3_1	17	17
dfxtp_1	33	33
nor2_1	11	11
## stage by stage
stage	setup WS, ns	cells
finish	3.84	286
floorplan	4.35	173
global placement	4.13	280
CTS	3.82	286
global route	3.80	286
detailed placement	4.09	280
## final cells by class
class,instances,area [um^2]
Multi-Input combinational cell,131,868
Tap cell,111,139
Timing Repair Buffer,1,10.0
Inverter,4,15.0
Sequential cell,33,661
Clock buffer,5,68.8
Clock inverter,1,5.00
Fill cell,983,7430
Power and IR drop assume default switching activity.
