==> flow/design.v <==
`timescale 1ns / 1ps
module seven_segment_disp(input clk_100Mhz,
                          input clr_n, 
                          input [15:0] displayed_number,
                          output reg [3:0] anode_sel, 
                          output [6:0] segR);
reg [19:0] refresh_counter; 
wire [1:0] LED_activating_counter; 
reg [3:0] LED_BCD;
reg [6:0] seg; 
assign segR = {seg[0], seg[1], seg[2], seg[3], seg[4], seg[5], seg[6]};
always @(posedge clk_100Mhz or negedge clr_n)
begin 
 if(!clr_n)
  refresh_counter <= 0;
 else
  refresh_counter <= refresh_counter + 1;
end 
assign LED_activating_counter = refresh_counter[19:18];
always @(*)
begin
    case(LED_activating_counter)
    2'b00: begin
        anode_sel = 4'b0111; 
        LED_BCD = displayed_number[15:11];
    end
    2'b01: begin
        anode_sel = 4'b1011; 
        LED_BCD = displayed_number[10:8];
    end
    2'b10: begin
        anode_sel = 4'b1101; 
        LED_BCD = displayed_number[7:4];
    end
    2'b11: begin
        anode_sel = 4'b1110; 
        LED_BCD = displayed_number[3:0];
    end   
    default:begin
        anode_sel = 4'b0111; 
        LED_BCD = displayed_number[15:11];
    end
    endcase
end
always @(*)
begin
 case(LED_BCD)
 4'b0000: seg = 7'b0000001;  
 4'b0001: seg = 7'b1001111;  
 4'b0010: seg = 7'b0010010;  
 4'b0011: seg = 7'b0000110;  
 4'b0100: seg = 7'b1001100;  
 4'b0101: seg = 7'b0100100;  
 4'b0110: seg = 7'b0100000;  
 4'b0111: seg = 7'b0001111;  
 4'b1000: seg = 7'b0000000;  
 4'b1001: seg = 7'b0000100;  
 4'b1010: seg = 7'b0000000; 
 4'b1011: seg = BIT_PATT(0, 0, 1, 1, 1, 1, 1);  
 4'b1100: seg = BIT_PATT(1, 0, 0, 1, 1, 1, 0);  
 4'b1101: seg = BIT_PATT(0, 1, 1, 1, 1, 0, 1);  
 4'b1110: seg = BIT_PATT(1, 0, 0, 1, 1, 1, 1);  
 4'b1111: seg = BIT_PATT(1, 0, 0, 0, 1, 1, 1); 
 default: seg = 7'b0000001;  
 endcase
end
function [7:0] BIT_PATT(input  up, upr, lr, b, bl, upl, m);  
 begin
   BIT_PATT = ~{up, upr, lr, b, bl, upl, m};
 end
endfunction 
endmodule
==> flow/run.sh <==
#!/bin/bash
# OpenROAD 26Q1-2900-gdf79404cd8, Yosys 0.63+post, stock flow scripts
make -C /OpenROAD-flow-scripts/flow DESIGN_CONFIG=/design/flow/config.mk WORK_HOME=/design/flow/orfs finish
==> flow/config.mk <==
export PLATFORM = sky130hd
export DESIGN_NAME = seven_segment_disp
export DESIGN_NICKNAME = seven_segment_disp
export VERILOG_FILES = /design/flow/design.v
export SDC_FILE = /design/flow/constraint.sdc
export NUM_CORES = 4
export LEC_CHECK = 1
export CORE_AREA = 10 10 112 112
export DIE_AREA = 0 0 122 122
export SYNTH_HDL_FRONTEND = slang
==> flow/constraint.sdc <==
current_design seven_segment_disp

set clk_period 3.0
set clk_io_pct 0.2

create_clock -name clk0 -period $clk_period [get_ports {clk_100Mhz}]

set non_clock_inputs [all_inputs -no_clocks]
set_input_delay [expr $clk_period * $clk_io_pct] -clock clk0 $non_clock_inputs
set_output_delay [expr $clk_period * $clk_io_pct] -clock clk0 [all_outputs]
==> impl_metrics.toml <==
# synthesis and place-and-route metrics
[routing]
ant_nets = 0
drtIter0Drc = 24
avgViaCountPerCell = 3.27
wl_um = 2860
vias = 979
drtPass1Iterations = 4
diodes = 0
drc = 0
routedWlPerCell_um = 9.56

[power]
power_density_nw_per_um2 = 292
p_sw_share_pct = 21.4
leakagePower_nw = 0.883
p_int_w = 0.000449
ir_drop_v = 0.000162
combinationalPowerShare_pct = 18.0
switchingPower_w = 0.000122
seq_power_share_pct = 47.1
pwr-share-clk_pct = 34.9

[clock_tree]
numCtsBuffers = 3
path_clk_slew_ps = 70
cts_tree = "yes"
cts_max_path_buffers = 2
cts_root_buf = "clkbuf_8"
clk_latency_ps = 250
cts-htree-levels = 1
cts_sinks = 20

[placement]
dpl_cell_area_um2 = 1720
dp_hpwl_um = 2110
io_buffers = 27
gp_congestion = 0.862

[finish]
reg_top3 = "refresh_counter (20)"
largest_register_ffs = 20
drive_above_1_share_pct = 27.6
syn_to_final_growth_pct = 62.2
largest-register = "refresh_counter"
fin_util_pct = 19.2
finalInstanceArea_um2 = 1960

[min_path]
min_path_cells = 1
hold_path_class = "flip-flop to flip-flop"

[yosys]
top_cell = "dfrtp_1"
largest_area_cell = "dfrtp_1"
syn_inst = 111
netlist_area_um2 = 1210
yosys_cells = 111
ys_seq_share_pct = 41.4
ys_types = 27
top_cells_by_area = "dfrtp_1 41%, xnor2_1 12%, ha_1 8.3%, mux4_2 5.6%, mux2i_1 4.1%"
top_cell_area_share_pct = 41.4
ys.flops = 20
async_flop_share_pct = 100
yosysChipArea_um2 = 1210
yosys_warnings = 0
ff_type = "dfrtp_1"
avgSynthCellArea_um2 = 10.9
top_cells_by_count = "20 x dfrtp_1, 17 x xnor2_1, 9 x nand2_1"
edf_count = 0

[sta]
period_needed_ps = 2870
slew_headroom_pct = 56.7
finClkSkew_ps = 2.57
setup-tns-final_ps = 0
rsz0062_at_grt = "no"
holdWs_ps = 465
max_freq_ghz = 0.349
finalSetupViolations = 0
tightest_slew_ps = 645
slew_violations = 0
hold_violations = 0
timing.final.crit_share_pct = 95.6

[grt]
antenna_found_initial = 0
grt_pass1_wl_um = 4550
track_usage_pct = 3.64
gr-total-overflow = 0
grt_pass1_vias = 913
grt_max_degree = 21

[floorplanning]
die_y_um = 122
io_pins = 29
fp-row-count = 37
fp.coreArea_um2 = 10200
core_util_floorplan_pct = 11.8
fp.dieW_um = 122
chipArea_um2 = 14900

[critical_path]
crit_required_ps = 2400
slowest_stage = "clkdlybuf4s50_1"
crit_type = "primary input to output pin"
path_max_fanout = 10
crit_family = "buffers and inverters"
critPathCaptureType = "output pin"
r2r_cells = 5
cp-start-kind = "primary input"
critical_path_depth = 7
critPathBufInv = 3
max_stage_delay_ps = 390
path_cells = "clkdlybuf4s50_1 -> mux2_1 -> a22o_2 -> buf_4 -> mux2i_1 -> o22ai_1 -> dlygate4sd2_1"
arrival_ps = 2270

[job]
tool_warnings = 33
maxCapViolations = 0

[outcome]
status = "completed"
[power by group through the flow]
stage	sequential, W	combinational (W)	clock [W]
CTS	0.000269	0.0000934	0.000205
finish	0.000269	0.000103	0.000199
global route	0.000269	0.000111	0.000216
[cells by family (layout without fill, tap and decap cells)]
group | count (synthesis) | after routing | synth area share, %
xor gates and xnor gates | 19 | 19 | 13.8
muxes | 9 | 9 | 10.7
AOI/OAI and AO/OA | 8 | 8 | 5.28
adders and majority gates | 8 | 8 | 8.28
buffers and inverters | 10 | 62 | 4.86
and+or+nand+nor | 37 | 37 | 15.7
DFF | 20 | 20 | 41.4
[layout by cell type, fill, tap and decap left out, types with 3 or more instances in the layout]
cell,n
buf_4,18
buf_6,6
clkbuf_8,4
clkdlybuf4s50_1,12
dfrtp_1,20
dlygate4sd2_1,5
dlymetal6s2s_1,8
ha_1,3
ha_4,5
inv_1,4
mux2i_1,4
mux4_2,3
nand2_1,9
nand2b_1,3
nand3_1,6
nand4_1,6
nor2_1,5
nor3_1,3
xnor2_1,17
[per-stage QoR]
step | power (W) | worst slack [ps] | cells
CTS | 0.000568 | -207 | 295
finish | 0.000572 | 133 | 299
global route | 0.000597 | 76.9 | 299
floorplan | 0.000304 | 669 | 111
detailed placement | 0.000361 | -298 | 284
global placement | 0.000360 | -284 | 284
[area by class of cell]
cell class	instances	area, µm²
Clock buffer	4	55.1
Fill cell	1096	8270
Inverter	7	36.3
Multi-Input combinational cell	81	722
Timing Repair Buffer	51	477
Tap cell	136	170
Sequential cell	20	500
[what timing repair did]
action | CTS | global route
cloned | 0 | 0
hold endpoints to repair | 0 | 0
setup buffers | 7 | 4
setup endpoints to repair | 7 | 7
pin swaps | 5 | 4
gates resized | 22 | 19
hold buffers | 0 | 0
[path summary, 6_finish.rpt]
path / start / to / slack, ps
max: displayed_number[3] / segR[5] / 130
min: refresh_counter[0] / refresh_counter[0] / 470
max reg2reg: refresh_counter[0] / refresh_counter[18] / 1280
min reg2reg: refresh_counter[0] / refresh_counter[0] / 470
max in group asynchronous: clr_n / refresh_counter[19] / 2120
min in group asynchronous: clr_n / refresh_counter[0] / 680
[routing by layer]
layer  global-route usage (%)  share of wire, %  vias up  wire length, µm
li1                         -                 -      491                -
met1                     5.61                54      457             1540
met2                     4.74                38       31             1080
met3                     1.46               8.5        0              242
met4                    0.373                 0        0                0
met5                        0                 0        -                0
No activity file was given, so power comes from the tool's default toggle rates.
