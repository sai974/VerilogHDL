==> design.v <==
`timescale 1ns / 1ps
module clk_divider_bad #(parameter DIV_RATIO = 25000000)
                (input clk100Mhz, output reg slowClk);
 reg[31:0] counter;
 initial
 begin
     counter = 0;
 end
 always @ (posedge clk100Mhz)
 begin
     if(counter == DIV_RATIO) begin
         counter <= 1;
         slowClk <= ~slowClk;
     end
     else begin
         counter <= counter + 1; 
     end
 end
endmodule
==> run.sh <==
#!/bin/bash
# OpenROAD 26Q1-2900-gdf79404cd8, Yosys 0.63+post, stock flow scripts
make -C /OpenROAD-flow-scripts/flow DESIGN_CONFIG=/design/flow/config.mk WORK_HOME=/design/flow/orfs finish
==> config.mk <==
export PLATFORM = sky130hd
export DESIGN_NAME = clk_divider_bad
export DESIGN_NICKNAME = clk_divider_bad
export VERILOG_FILES = /design/flow/design.v
export SDC_FILE = /design/flow/constraint.sdc
export NUM_CORES = 4
export LEC_CHECK = 1
export CORE_AREA = 10 10 96 96
export DIE_AREA = 0 0 106 106
export SYNTH_HDL_FRONTEND = slang
==> constraint.sdc <==
current_design clk_divider_bad

set clk_period 6.4
set clk_io_pct 0.2

create_clock -name clk0 -period $clk_period [get_ports {clk100Mhz}]

set non_clock_inputs [all_inputs -no_clocks]
set_input_delay [expr $clk_period * $clk_io_pct] -clock clk0 $non_clock_inputs
set_output_delay [expr $clk_period * $clk_io_pct] -clock clk0 [all_outputs]
==> Slide: Implementation Results <==
Run Summary

Outcome
  • Status: complete, no violations

Floorplanning
  • Fp_density: 22.23%
  • Die x size: 106 microns
  • Ports: 2
  • Num rows: 31
  • Die Size: 11240 sq um
  • Die Ht: 106 microns
  • Core box area: 7214 sq um

Global routing
  • First-pass GRT wire length: 5.837 mm
  • Vias in the first global route: 1193
  • Met2 usage: 8.481%
  • GRT met1 Usage: 9.410%
  • Met3 Use GR: 1.529%
  • GRT overflow: 0
  • Initial antenna violation count: 0
  • GRT Total Usage: 6.078%
  • Most Used Layer, Global Route: met1
  • Largest net degree at the start of global routing: 12

Pwr
  • Combinational Power Share: 0%
  • Leak Pwr: 0.6299 nW
  • Clk pwr share: 49.5%
  • Sw Share: 18.40%
  • Max VDD drop: 0.1064 mV
  • P_sw: 75.05 uW
  • Power per Cell Area: 221.2 nW/um^2
  • Reg power frac: 50.5%
  • Internal Power: 332.9 uW

Layout
  • Design area: 1844 sq um
  • Layout cell share with drive strength beyond 1: 6.452%
  • Fill cells: 793
  • Final core utilization: 25.56%
  • Layout area overhead: 14.98%

Clocking
  • Clock latency (worst-skew pair): 280 ps
  • Root Driver: clkbuf_8
  • Resized cells post-CTS: 0
  • Clock Sink Count: 33
  • CTS tree: built
  • Clk buf depth: 2
  • CTS Hold Buffers Added: 0
  • Clk slew on worst S/H paths: 70 ps
  • Setup Buffers After CTS: 0
  • H-tree Lvls: 2
  • CTS Buf Count: 5

Logic synthesis
  • # Cells Yosys: 182
  • Cell type with the largest total area: dfxtp_1
  • Post-synthesis instance total: 182
  • Number of library cell types mapped by synthesis: 31
  • Yosys warning count: 0
  • Post-synth area hogs: dfxtp_1 40%, xnor2_1 7.6%, nand3_1 5.9%
  • Synthesized registers: 33
  • Post-Syn Area: 1604 sq um
  • Syn Area/Cell: 8.813 sq um
  • Seq share, synth: 41.81%
  • YS chip area: 1604 sq um
  • Dominant cell area share: 39.94%

STA
  • Setup TNS: 0 ps
  • Period utilization: 36.81%
  • Endpoints failing hold: 0
  • Fin worst setup slack: 4044 ps
  • Endpoints failing setup: 0
  • Shortest period the worst path allows: 2356 ps
  • Max Clk Rate: 424.5 MHz
  • RSZ-0062 raised after global routing: false
  • Worst slew pin tran: 771.8 ps
  • Slew headroom: 48.07%
  • Final Max Slew Viols: 0
  • Clk_skew: 7.616 ps

Setup path
  • Startpoint Class: register
  • Peak fanout along the critical path: 2
  • FF-to-FF End: counter[24]
  • Max incr delay on CP: 460 ps
  • Worst setup path end: slowClk
  • Critical path type: register to primary output
  • Critical Path Source: slowClk
  • Critical Path RT: 5120 ps
  • Critical Path Stages: 1
  • Reg2reg start: counter[0]
  • Cell family with most CP delay: buffers and inverters
  • CP max-delay cell: clkdlybuf4s50_1
  • Worst path cell trace: clkdlybuf4s50_1
  • Worst path bufs/invs: 1
  • Worst reg2reg path depth: 5
  • CP endpoint kind: primary output
  • R2R setup slack: 4460 ps
  • WP data arrival: 1080 ps

Detailed routing
  • Via/cell ratio: 4.589
  • Antenna cells: 0
  • DRT Wirelength: 3.276 mm
  • Final ANT Viol Nets: 0
  • Routed length per instance: 11.49 microns
  • DRT Pass-1 Iters: 4
  • Initial DRC count: 105
  • Vias: 1308
  • Post-route DRC: 0

Flow run
  • Number of max-cap violations: 0
  • Log Warnings: 26

Placement
  • DP HPWL: 2.371 mm
  • Setup slack after placement: 4332 ps
  • GP Congestion: 0.8544
  • Dpl cell area: 1725 sq um
  • Port buffer count: 1

Hold path
  • Hold Path Class: register to register
sequential cells by signal (all words and copies together), names as in the netlist:
signal / count
counter: 32
slowClk: 1
how the worst min path moves through the flow:
stage / from / end / slack [ps] / cells past startpoint
global route: counter[0] / counter[0] / 470 / 1
finish: counter[0] / counter[0] / 460 / 1
CTS: counter[0] / counter[0] / 460 / 1
cells by family after synthesis:
family          share of synthesized area [%]
simple gates                            34.79
buf+inv                                 2.886
flops                                   41.81
xor+xnor                                11.47
fa+ha+maj                               1.560
compound gates                          7.489
placed cells by master, fill, tap and decap left out, types with 2 or more instances in the layout:
cell,n
nand2_1,10
nand3_1,19
dfxtp_1,32
a21oi_1,6
xor2_1,7
nor2b_1,2
or3_1,4
nor2_1,8
xnor2_1,14
clkbuf_8,6
buf_4,2
o21ai_0,7
nand4_1,15
inv_1,5
nor3_1,3
nor4b_1,3
and2_1,2
o31ai_1,4
nor4_1,9
or4_1,4
and3_1,6
and4_1,5
ha_1,2
synthesized netlist by cell type:
master / n
nor4_1: 9
o31ai_1: 4
o211ai_1: 1
o21ai_0: 7
or4_4: 1
nand3_4: 1
edfxtp_1: 1
nand3b_1: 1
a21oi_1: 6
clkbuf_1: 6
ha_1: 2
inv_1: 5
nand3_1: 19
nand4_1: 15
nor3_1: 3
and4_1: 5
and2_1: 2
o31a_1: 1
xnor2_1: 14
a41oi_1: 1
xor2_1: 7
dfxtp_1: 32
clkbuf_2: 1
nor2b_1: 2
nor2_1: 8
nand2_1: 10
nor4b_1: 3
nand2b_1: 1
and3_1: 6
or3_1: 4
or4_1: 4
layer usage:
metal | up-vias | wire length [microns]
met5 | - | 0
met4 | 0 | 51
met3 | 7 | 126
met2 | 14 | 1323
met1 | 588 | 1775
li1 | 699 | -
cell type report:
cell class                      instances  area (sq um)  area share, %
Clock buffer                            6         82.58          4.478
Inverter                                5         18.77          1.018
Timing Repair Buffer                    3         25.02          1.357
Sequential cell                        33         670.6          36.36
Clock inverter                          2         36.28          1.967
Tap cell                               99         123.9          6.716
Multi-Input combinational cell        137         887.1          48.10
stage by stage:
| step | cells | power, mW | hold WS [ps] |
|---|---|---|---|
| finish | 285 | 0.4080 | 455.3 |
| floorplan | 182 | 0.2108 | 420.3 |
| global placement | 277 | 0.2108 | 439.5 |
| global route | 285 | 0.4261 | 473.1 |
| detailed placement | 277 | 0.2108 | 436.7 |
| CTS | 285 | 0.4136 | 459.0 |
power groups by stage:
stage	combinational (mW)	clock (mW)	sequential, mW
4_1_cts	0.000000299	0.208	0.206
5_1_grt	0.000000299	0.220	0.206
6_report	0.000000299	0.202	0.206
Power figures rest on the tool's default switching activity, not on a simulated workload.
